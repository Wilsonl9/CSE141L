### run.sh
#!/bin/bash
# OpenROAD 26Q1-2900-gdf79404cd8, Yosys 0.63+post, stock flow scripts
make -C /OpenROAD-flow-scripts/flow DESIGN_CONFIG=/design/flow/config.mk WORK_HOME=/design/flow/orfs finish
### config.mk
export PLATFORM = sky130hd
export DESIGN_NAME = dmem
export DESIGN_NICKNAME = dmem
export VERILOG_FILES = /design/flow/design.v
export SDC_FILE = /design/flow/constraint.sdc
export NUM_CORES = 4
export LEC_CHECK = 1
export CORE_UTILIZATION = 40
### constraint.sdc
current_design dmem

set clk_period 13.8
set clk_io_pct 0.2

create_clock -name clk0 -period $clk_period [get_ports {clk}]

set non_clock_inputs [all_inputs -no_clocks]
set_input_delay [expr $clk_period * $clk_io_pct] -clock clk0 $non_clock_inputs
set_output_delay [expr $clk_period * $clk_io_pct] -clock clk0 [all_outputs]
### design.v
module dmem(
  input      clk,					 
             we,			         
  input[7:0] addr,					 
  input[7:0] di,					 
  output logic[7:0] dout);			 
  logic[7:0] guts[255];				 
  always_ff @(posedge clk) if (we)	 
    guts[addr] <= di;
  always_comb						 
    dout = guts[addr];
endmodule
==> results.toml <==
# generated from flow reports
[run_status]
outcome = "completed"

[synthesis]
ys_cells = 3624
ff_type = "edfxtp_1"
area_leaders = "edfxtp_1, mux4_2, a22oi_1, nor2_1, mux2i_1"
synthArstFlopShare_pct = 0
xor_area_share_pct = 0
syn_inst = 3624
top_cell_area_share_pct = 78.0
synth_cell_types = 46
synth-seq-cells = 2040
synthSimpleGateAreaFrac_pct = 2.22
synth-edff-count = 2040
synthAoiAreaFrac_pct = 3.53
netlist_area_sq_um = 78500
syn_area_per_cell_sq_um = 21.7
logic_family = "multiplexers"
synth_warnings = 1
synthAdderAreaFrac_pct = 0
ys_area_sq_um = 78500
mux_share_pct = 14.7
synth_seq_share_pct = 78.0
top_area_cell = "edfxtp_1"

[grt]
track_usage_pct = 21.4
antenna_found_initial = 5
overflow = 0
grt_max_degree = 133
grt_pass1_vias = 41200
grt_pass1_wl_um = 279000

[critical_path]
end_kind = "output port"
crit_chain = "buf_8 -> buf_4 -> buf_4 -> mux4_2 -> a22oi_1 -> a21oi_1 -> or4_1 -> a22oi_1 -> o211ai_1 -> clkdlybuf4s50_1"
critical_path_class = "in2out"
startpoint = "addr[0]"
critPathMaxStageDelay_ps = 690
cp_max_fo = 56
cp.required_ps = 11040
cp-endpoint = "dout[7]"
critPathLaunchType = "input pin"
critPathSlowestCell = "buf_4"
worstPathArrival_ps = 7600

[floorplan]
fp_util_pct = 40.3
core-area_sq_um = 195000
dieArea_sq_um = 198000
ios = 26
die_h_um = 445
rows = 162
die_x_um = 445

[pwr]
swShare_pct = 20.9
power_frac_seq_pct = 53.4
ir_drop_mv = 0.105
powerDensity_nw_per_um2 = 144
p_int_mw = 10.1
power_mw = 12.8
switchingPower_mw = 2.68
leakagePower_nw = 27.3
combPwrFrac_pct = 4.6
p_clk_share_pct = 42.0

[drt]
vias_per_cell = 5.66
drcViolationCount = 0
wl_um = 189000
drtAntennaViolNets = 0
avgRoutedWirePerCell_um = 28.5
num_vias = 37400
dr.pass1.iters = 5
drt_iter0_drc = 2488

[placement]
dpl_cell_area_sq_um = 82700
pre_cts_ws_ps = 3330
dpl.hpwl_um = 113000
portBuffers = 25
gp_routability_congestion = 0.872

[job]
cap_violations = 0
warning_count = 32

[worst_hold_path]
hp-class = "in2reg"

[timing]
maxSlewViolCount = 0
fin_crit_sh_pct = 75.1
finalHoldViolations = 0
grt_setup_unrepaired = "false"
period_needed_ps = 10360
setup_violations = 0
setup_ws_ps = 3440
max_freq_mhz = 96.5
relSlewSlack_pct = 30.8
tightest_slew_ps = 1030
timing.setup.tns_ps = 0

[clock_network]
postCtsSetupRepairBufs = 0
post_cts_resized = 0
clock_sinks = 2040
cts_max_level = 4
cts_tree = "built"
hold_buffers = 0
clk_pin_slew_worst_paths_ps = 60
cts-root-buf = "clkbuf_16"
cts_buffers = 195
clockBufferDepth = 3

[final_layout]
drive_above_1_share_pct = 25.1
top_regs = "guts x2040"
post-route-cell-area_sq_um = 89100
syn2layout_area_growth_pct = 13.5
top_register = "guts"
largest_register_ffs = 2040
## worst min path at each step
stage	from	end	slack, ps	cells after the start
6_report	di[5]	guts[192][5]	2410	1
4_1_cts	di[5]	guts[202][5]	2350	1
5_1_grt	di[5]	guts[203][5]	2380	1
## through the flow
step	util [%]	hold slack [ps]	std cells
finish	45.7	2410	6614
global route	45.7	2380	6613
CTS	45.7	2350	6612
detailed placement	42.4	3260	6252
global placement	42.4	3250	6252
floorplan	-	2860	3624
## synth_stat cells, drive strengths merged, types with 13 or more instances
cell type / number
a21oi: 94
a22oi: 184
a221oi: 26
o22ai: 25
mux4: 480
o21ai: 15
nor2: 232
nor3: 43
nand3: 24
buf: 118
mux2i: 68
nand2: 34
clkbuf: 116
edfxtp: 2040
or4: 13
## routing by layer
metal / track usage [%] / vias up / share of wire [%]
met5: 0.464 / - / 0.091
met2: 30.7 / 2127 / 47
met3: 14.8 / 340 / 15
li1: - / 15800 / -
met1: 27.6 / 19200 / 34
met4: 6.01 / 14 / 3.6
## power groups by stage
| stage | combinational, mW | sequential [mW] | clock (mW) |
|---|---|---|---|
| CTS | 0.602 | 6.83 | 5.48 |
| finish | 0.594 | 6.83 | 5.37 |
| global route | 0.640 | 6.83 | 5.70 |
## cell families after synthesis
family | after synthesis
compound gates | 400
buf+inv | 236
flops | 2040
mux | 554
simple gates | 394
## layout make-up
| cell class | instances | area, sq um |
|---|---|---|
| inverter | 2 | 7.51 |
| antenna | 2 | 5.00 |
| clock inverter | 125 | 1340 |
| tap | 2624 | 3280 |
| fill | 16000 | 106000 |
| timing repair buffer | 238 | 1990 |
| sequential | 2040 | 61300 |
| clock buffer | 235 | 5090 |
| multi-input combinational | 1348 | 16100 |
## worst max-delay path: cells and delay by family
kind / cells / cell delay [ps]
AND-OR/OR-AND: 4 / 1230
multiplexers: 1 / 600
buffers and inverters: 4 / 2340
AND/OR/NAND/NOR: 1 / 530
## layout by cell type (no fill, tap or decap), types with 9 or more instances in the layout
cell	synthesis	layout
nor2_1	232	231
nand2_1	34	34
a221oi_1	26	26
nor2b_1	12	10
edfxtp_1	2040	2040
mux4_2	480	480
clkbuf_1	116	37
buf_12	0	9
clkdlybuf4s50_1	0	12
clkinv_1	0	46
bufinv_16	0	24
o211ai_1	10	10
clkinvlp_4	0	9
o22ai_1	25	25
clkinv_2	0	34
o21ai_0	14	14
nor3_1	43	43
nand2b_1	12	12
clkbuf_16	0	198
mux2i_1	68	68
a22oi_1	184	184
a21oi_1	94	94
or4_1	13	13
buf_4	36	205
nand3_1	24	21
Power and IR drop assume default switching activity.
