<file path="config.mk">
export PLATFORM = sky130hd
export DESIGN_NAME = rf
export DESIGN_NICKNAME = rf
export VERILOG_FILES = /design/flow/design.v
export SDC_FILE = /design/flow/constraint.sdc
export NUM_CORES = 4
export LEC_CHECK = 1
export CORE_UTILIZATION = 50
</file>
<file path="constraint.sdc">
current_design rf

set clk_period 2.3
set clk_io_pct 0.2

create_clock -name clk0 -period $clk_period [get_ports {clk}]

set non_clock_inputs [all_inputs -no_clocks]
set_input_delay [expr $clk_period * $clk_io_pct] -clock clk0 $non_clock_inputs
set_output_delay [expr $clk_period * $clk_io_pct] -clock clk0 [all_outputs]
</file>
<file path="design.v">
module rf(
  input             clk,
  input  [7:0]      di,					 
  input             we,				     
  input  [3:0]      ptr_w,				 
                    ptr_a,				 
  output logic[7:0] do_a,
  output logic[7:0] do_acc);                
  logic  [7:0] core[16];				     
  logic  [7:0] accumulator;
  always_ff @(posedge clk) if(we)		 
	if(ptr_w != 15 && ptr_w != 14)
	begin
	  core[ptr_w] <= di;
	end
  always_comb
  begin
    do_a = core[ptr_a];		 
    do_acc = accumulator;
  end
  always_ff @(posedge clk)
  begin
    accumulator = di;
  end
endmodule
</file>
<file path="run.sh">
#!/bin/bash
# OpenROAD 26Q1-2900-gdf79404cd8, Yosys 0.63+post, stock flow scripts
make -C /OpenROAD-flow-scripts/flow DESIGN_CONFIG=/design/flow/config.mk WORK_HOME=/design/flow/orfs finish
</file>
==> impl_metrics.csv <==
group,metric,value,unit
finish,final_layout_size_suffix_gt1_frac,0.382,
sta,hold_viol,0,
pwr,p_seq_frac,0.476,
worst_setup_path,startpoint_type,"flip-flop",
sta,fin_crit_sh,0.967,
clocking,hold_buffers,0,
synth,ys_sh_aoi,0.0234,
worst_setup_path,critical-path-top-delay-family,"multiplexers",
worst_setup_path,crit_arrival,1770,ps
synth,synth_flops,136,
synth,ys_top_logic_family,"multiplexers",
flow_run,maxCapViolCount,0,
pwr,totalPowerFinal,5.88,mW
worst_setup_path,cp_num_buf_inv,1,
synth,synth_xor_xnor_area_share,0,
sta,rsz0062_at_grt,"true",
drt,vias_per_cell,5.33,
floorplan,initial_utilization,0.521,
synth,synth_cells,228,
sta,max_slew.worst_pin.slew,643,ps
clocking,htree_levels,4,
finish,most-common-layout-cells,"edfxtp_1 (128), mux4_2 (31), buf_4 (29)",
sta,maxSlewHeadroom,0.570,
synth,ys_cells,228,
pwr,power-per-cell-area,882,mW/mm^2
clocking,cts.clk_slew.worst_paths,60,ps
worst_setup_path,critPathMaxFanout,1,
sta,fmax,449,MHz
worst_setup_path,cp_slowest_cell,"mux4_2",
drt,drc,0,
synth,yosysSeqAreaShare,0.778,
sta,min_period,2230,ps
clocking,cts_buffers,17,
floorplan,coreArea,0.00986,mm^2
grt,grt_pass1_vias,2688,
drt,wl_per_cell,21.0,um
sta,setup_viol,0,
placement,gp_congestion,0.768,
grt,grt.total_usage,0.229,
drt,ant_nets,0,
synth,adder_share,0,
worst_setup_path,crit_required,1840,ps
pwr,power_frac_clock,0.461,
worst_setup_path,critical_path_class,"flip-flop to primary output",
synth,ys_chip_area,0.00514,mm^2
pwr,power_frac_comb,0.062,
synth,ys_sh_simple,0.0304,
flow_run,warnings,26,
floorplan,die_w,103,um
grt,grt_remaining_overflow,0,
placement,dp_hpwl,6160,um
finish,synthToLayoutAreaGrowth,29.5,%
pwr,p_int,4.66,mW
hold_path,hold_path.class,"input pin to flip-flop",
pwr,netSwitchingFraction,0.207,
pwr,power_switching,1.21,mW
pwr,ir_drop,591,uV
finish,num-fill-cells,632,
synth,muxShareOfSynthArea,0.150,
worst_setup_path,critPathMaxStageDelay,470,ps
status,status,"complete, no violations",
grt,grt_pass1_wl,15000,um
clocking,cts_tree,"built",
clocking,numClockSinks,136,
drt,dr.pass1.iters,4,
floorplan,std_cell_rows,36,
placement,dpl-instance-area,0.00592,mm^2
drt,drt_iter0_drc,115,
drt,vias,2521,
floorplan,dieArea,0.0107,mm^2
worst_setup_path,crit_chain,"mux4_2 -> a22oi_2 -> nand2_1 -> buf_2",
floorplan,die_height,103,um
sta,drv_slew,0,
finish,final_common_cell,"edfxtp_1",
pwr,leakage,2.31,nW
clocking,cts-root-buf,"clkbuf_8",
grt,grt_max_degree,18,
drt,wl,9950,um
synth,ys_warn_count,1,
grt,grt_antenna_before_repair,0,
placement,portBuffers,33,
sta,whs,826,ps
synth,ys_types,20,
clocking,clock_path_buffers,2,
synth,syn_avg_cell_area,22.6,um^2
worst_setup_path,end_kind,"primary output",
floorplan,ios,34,
drt,diodes,0,
finish,stdcell_area,0.00666,mm^2
synth,netlist_area,0.00514,mm^2
timing repair:
| action | 4_1_cts | 5_1_grt |
|---|---|---|
| endpoints found under the setup margin | 8 | 6 |
| gates cloned | 2 | 0 |
| resized | 58 | 8 |
| pin swaps | 17 | 8 |
| setup buffers | 6 | 0 |
worst paths after layout:
check  startpoint              to  slack [ps]  depth (start not counted)
max    core[8][3]         do_a[3]          70                          4
min         di[5]  accumulator[5]         830                          1
synthesized netlist by cell type:
master           count  area (um^2)
or3b_2               1         8.76
nand3_1              1         5.00
nand2_1              9         33.8
a22oi_1             16          120
buf_6                3         33.8
nor2b_1              1         6.26
nand2b_1             2         12.5
buf_2                3         15.0
nor3_1               4         20.0
dfxtp_1              8          160
clkdlybuf4s25_2      3         30.0
mux4_1              14          368
conb_1               1         3.75
nand3b_1             2         15.0
buf_4                1         7.51
edfxtp_1           128         3840
and2b_1              1         7.51
mux4_2              18          405
nor2_1              11         41.3
and2_1               1         6.26
cell type report:
class | count | area (um^2) | share of cell area
multi-input cells | 97 | 1130 | 0.169
clock buffers | 17 | 414 | 0.0622
clock inverters | 15 | 191 | 0.0287
flip-flops and latches | 136 | 4000 | 0.601
repair buffers | 75 | 758 | 0.114
well taps | 133 | 166 | 0.0250
stage by stage:
stage	setup slack, ps	util	instances	TNS, ps
after floorplan	347	-	243	0
after global placement	-480	0.600	433	-3480
after detailed placement	-457	0.600	433	-3430
after CTS	2.09	0.675	473	0
after global routing	-2.26	0.675	473	-2.26
final	74.9	0.675	473	0
layer usage:
layer	wire [um]	up-vias	track usage
met1	4080	1248	0.379
met2	4800	120	0.335
met5	0	-	0
met4	85	0	0.0195
li1	-	1145	-
met3	981	8	0.115
logic make-up (layout without fill, tap and decap cells):
kind of cell | after synthesis | count (layout)
other cells | 1 | 16
compound gates | 16 | 16
buf+inv | 10 | 107
simple gates | 33 | 33
mux | 32 | 32
flops | 136 | 136
power by group through the flow:
stage         Sequential, mW  Combinational [mW]  Clock (mW)
global route            2.80               0.395        2.87
CTS                     2.80               0.370        2.75
finish                  2.80               0.366        2.71
registers in the layout, summed over array words and instances (netlist names):
| signal | cells |
|---|---|
| core | 128 |
| accumulator | 8 |
Power and IR drop assume default switching activity.
