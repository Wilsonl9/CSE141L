**/design/flow/run.sh**
```bash
#!/bin/bash
# OpenROAD 26Q1-2900-gdf79404cd8, Yosys 0.63+post, stock flow scripts
make -C /OpenROAD-flow-scripts/flow DESIGN_CONFIG=/design/flow/config.mk WORK_HOME=/design/flow/orfs finish
```
**/design/flow/config.mk**
```make
export PLATFORM = sky130hd
export DESIGN_NAME = pc
export DESIGN_NICKNAME = pc
export VERILOG_FILES = /design/flow/design.v
export SDC_FILE = /design/flow/constraint.sdc
export NUM_CORES = 4
export LEC_CHECK = 1
export CORE_AREA = 10 10 92 92
export DIE_AREA = 0 0 102 102
```
**/design/flow/constraint.sdc**
```tcl
current_design pc

set clk_period 9.7
set clk_io_pct 0.2

create_clock -name clk0 -period $clk_period [get_ports {clk}]

set non_clock_inputs [all_inputs -no_clocks]
set_input_delay [expr $clk_period * $clk_io_pct] -clock clk0 $non_clock_inputs
set_output_delay [expr $clk_period * $clk_io_pct] -clock clk0 [all_outputs]
```
**/design/flow/design.v**
```verilog
import definitions::*;
module pc (
  input        [3:0] op, 		  
  input              z,		      
  input              neg,
  input signed [7:0] bamt,		  
  input              clk,	      
  input              reset,		  
  output logic [15:0] PC);		  
  wire brel;
  assign brel = (z && op==BRZ) || (neg && op==BRN) || (op==JMP);	  
  always_ff @(posedge clk) 
    if(reset)					  
  	  PC <= 'b0;
  	else if (brel)                
  	  PC <= PC + 16'(signed'(bamt));
  	else						  
  	  PC <= PC + 'b1;			 
endmodule
```
==> run summary <==
Notes on the flow outputs.

- Yosys reports that the most numerous cell types are 22 x sky130_fd_sc_hd__nor2_1, 16 x sky130_fd_sc_hd__dfxtp_1.
- The largest single stage delay on the critical path is 0.44 ns.
- The final instance area reads around 1500 sq um.
- The largest fanout of any net on the critical path is 7.
- The clock edge transition at the registers on the reported setup and hold paths is roughly 0.07 ns.
- The register-to-register path setup slack is 7.26 ns.
- The number of hold buffers added after cts is 0.
- The pin count of the biggest net entering global routing reads 19.
- The maximum level of the CTS H-tree reads 1.
- The I/O pin count reads 32.
- The number of global-route vias before repair is 932.
- The proportion of layout cells with a drive suffix above 1 is 5.88%.
- The sequential share of the synthesized area is 29.9%.
- The synthesized netlist devotes 11.8% of its cell area to compound gates.
- The share of the core area taken by cells at floorplan is 16.6%.
- The maximum number of buffers from clock root to sink is 2.
- The critical path endpoint category reads a register.
- The post-synthesis async set-or-reset flop share is 0%.
- The placement summary gives the final routability congestion estimate as 0.776.
- The worst-case vdd ir drop reads between 0.05 and 0.06 mV.
- The final-report setup violation count reads 0.
- The latest clock arrival within the worst-skew pair is 0.26 ns.
- The synthesized-area fraction occupied by and/or/nand/nor cells reads 29.1%.
- The count of synthesis-stage warnings from yosys is 8.
- The number of antenna repair diodes reads 0.
- The share of Yosys cell area claimed by the top area cell type reads 29.9%.
- Setup repair after global routing left no endpoint under its margin.
- The cell count after placement reads 226.
- The first detailed-routing pass ran for 4 iterations.
- The maximum achievable frequency reads 0.212 GHz.
- The post-layout instance count excluding filler cells is 230.
- The final-layout worst hold slack reads roughly 0.54 ns.
- The cell with the largest stage delay on the worst path is sky130_fd_sc_hd__fa_1.
- The area of the mapped netlist is 1070 sq um.
- The type of the most critical hold path is reg2reg.
- The most frequent cell after synthesis reads sky130_fd_sc_hd__nor2_1.
- The flip-flop count of the largest register, all copies and words added reads 16.
- The layout overhead on the synthesized area reads 40.0%.
- The number of antenna violations at the first check in global routing is 0.
- Power comes to approximately 170 uW.
- The first global-routing pass estimated 4560 um of wire.
- The area of the die is 10400 sq um.
- The tally of OpenROAD warnings reads 28.
- The register bank with the most flops reads PC.
- The average cell area after synthesis reads 8.70 sq um.
- The wire length per cell after detailed routing reads 11.5 um.
- The cell count after synthesis came out at 123.
- The time the worst path needs with I/O delays and setup reads 4.71 ns.
- Summed over all instances, the cell type with the most area after synthesis is sky130_fd_sc_hd__dfxtp_1.
- The core region is 6460 sq um.
- The final hold violation count reads 0.
- The pin closest to its max-slew limit shows a slew of 0.810 ns.
- The remaining max-slew budget at the tightest pin reads around 45%.
- The count of cell types in the netlist is 31.
- The die boundary width is 102 um.
- The number of nets with antenna violations after routing is 0.
- The count of buffers from port buffering reads 28.
- The max-slew violation total from the final report reads 0.
- Per the GRT congestion report, total overflow comes to 0.
- Detailed routing inserted a total of 944 vias.
- The clock tree root buffer cell is sky130_fd_sc_hd__clkbuf_8.
- The DRC violation total after the first TritonRoute iteration is 34.
- The power density normalized to cell area reads 112 nW/um^2.
- The number of core rows is 29.
- Post-synth the commonest register cell is sky130_fd_sc_hd__dfxtp_1.
- The number of buffers inserted during clock tree synthesis is 3.
- The total negative slack is 0 ns.
- The worst endpoint data arrival time reads 4.85 ns.
- STA classifies the critical path startpoint as an input pin.
- After legalization and detailed placement, the total HPWL measured 1960 um.
- The clock tree from TritonCTS reads built.
- The buffer and inverter count on the worst path reads 2.
- In this run the maximum-capacitance check reported violations numbering 0.
- The routed wire length reads 2640 um.
- The final clock skew is 0.00725 ns.
- The chip area from the yosys synthesis statistics reads 1070 sq um.
- The largest combinational cell category by area reads simple AND/OR/NAND/NOR gates.
- After synthesis, the cell types taking the most area are sky130_fd_sc_hd__dfxtp_1 30%, sky130_fd_sc_hd__ha_1 8.2%, sky130_fd_sc_hd__nor2_1 7.7%, sky130_fd_sc_hd__mux2i_1 6.5%, sky130_fd_sc_hd__xnor2_1 5.7%.
- The largest registers in the layout are PC x16.
- The flop and latch count out of synthesis is 16.
- The data required time at the worst endpoint reads between 9 and 10 ns.
- The number of fill cells is 694.
- The DRC violation count after routing reads 0.
- The yosys cell count is 123.
- The setup fix buffers added after clock tree synthesis reads 0.
- The leakage power reads 0.000618 uW.
- The worst setup path is of the in2reg kind.
- The cell sequence reported for the critical path is clkdlybuf4s50_1 -> nor3_1 -> buf_4 -> nand2b_1 -> ha_1 -> fa_1 -> a211oi_1 -> o21ai_0 -> nand2_1 -> o221ai_4 -> mux2i_1 -> mux2_1.
- The worst path uses 48.6% of the clock period.
- The adder and majority cell fraction of the synthesized area reads around a tenth.
- The multiplexer fraction of the synthesized cell area is under 10%.
- The clock sink total reads 16.
- The total placed instance area is between 1000 and 1500 sq um.
- For this run, the detailed router reports a per-instance via density of 4.10.
- The flow ran to the end, and the final reports show no timing, DRC or antenna violations.
- The vertical die dimension is roughly 100 um.
- The total global-route track usage reads under 10%.
- The post-cts resize count is 0.
- The count of library flops with an enable pin reads 0.
- The dominant delay contributor by cell family on the critical path is AND-OR/OR-AND gates.
- The area share of xor/xnor cells in the synthesized design reads 9.01%.
## cells in the final DEF (no fill, tap or decap), types with 2 or more instances in the layout
cell type / netlist / layout
sky130_fd_sc_hd__or4_1: 2 / 2
sky130_fd_sc_hd__o21ai_0: 3 / 3
sky130_fd_sc_hd__xor2_1: 4 / 4
sky130_fd_sc_hd__and2_1: 7 / 7
sky130_fd_sc_hd__clkdlybuf4s50_1: 0 / 28
sky130_fd_sc_hd__and3_1: 5 / 5
sky130_fd_sc_hd__nor2_1: 22 / 22
sky130_fd_sc_hd__xnor2_1: 7 / 7
sky130_fd_sc_hd__nand2_1: 4 / 4
sky130_fd_sc_hd__a21oi_1: 3 / 3
sky130_fd_sc_hd__ha_1: 7 / 7
sky130_fd_sc_hd__or3_1: 2 / 2
sky130_fd_sc_hd__mux2i_1: 7 / 7
sky130_fd_sc_hd__mux2_1: 2 / 2
sky130_fd_sc_hd__nor3_1: 5 / 5
sky130_fd_sc_hd__a211oi_1: 2 / 2
sky130_fd_sc_hd__nand3_1: 6 / 6
sky130_fd_sc_hd__clkbuf_8: 0 / 4
sky130_fd_sc_hd__dfxtp_1: 16 / 16
sky130_fd_sc_hd__nor2b_1: 4 / 4
## kinds of logic after synthesis
family / count (synthesis)
simple gates: 60
buf+inv: 4
mux: 9
flops: 16
fa+ha+maj: 8
compound gates: 15
xor+xnor: 11
## layer usage
metal,part of all wire [%],track usage [%],vias up
met3,5.4,1.70,2
met2,43,8.05,24
met1,51,7.58,424
met4,0.61,0.434,0
met5,0,0,-
li1,-,-,494
## worst reg2reg max path: stages (launching register included)
cell,delay (ns)
sky130_fd_sc_hd__dfxtp_1,0.31
sky130_fd_sc_hd__ha_1,0.22
sky130_fd_sc_hd__fa_1,0.44
sky130_fd_sc_hd__a211oi_1,0.32
sky130_fd_sc_hd__o21ai_0,0.21
sky130_fd_sc_hd__nand2_1,0.15
sky130_fd_sc_hd__o221ai_4,0.15
sky130_fd_sc_hd__mux2i_1,0.20
sky130_fd_sc_hd__mux2_1,0.33
## power by group
| part | internal (uW) | total, uW | switching (uW) | leakage, uW |
|---|---|---|---|---|
| sequential | 69.7 | 73.8 | 4.05 | 0.000130 |
| combinational | 19.6 | 31.4 | 11.7 | 0.000459 |
| clock | 36.1 | 62.4 | 26.3 | 0.0000288 |
| total | 125 | 168 | 42.1 | 0.000618 |
## final timing paths
path	from	endpoint	cells after the start
hold / removal	PC[15]	PC[15]	2
setup / recovery	op[3]	PC[14]	12
setup reg to reg	PC[0]	PC[14]	8
hold reg to reg	PC[15]	PC[15]	2
## metrics by stage
| step | worst slack [ns] | util [%] |
|---|---|---|
| final | 4.99 | 23.2 |
| after global routing | 4.80 | 23.2 |
| after CTS | 4.97 | 23.2 |
| after detailed placement | 4.70 | 22.3 |
| after global placement | 4.71 | 22.3 |
| after floorplan | 5.37 | - |
## cell type report
cell class                      count  area [sq um]  area share (%)
Timing Repair Buffer               29           288            19.2
Tap cell                           77          96.3            6.43
Sequential cell                    16           320            21.4
Inverter                            1          3.75           0.251
Clock buffer                        4          55.1            3.68
Multi-Input combinational cell    103           734            49.0
No activity file was given, so power comes from the tool's default toggle rates.
